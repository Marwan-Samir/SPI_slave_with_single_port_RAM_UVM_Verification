$ cat config.mk
export PLATFORM = sky130hd
export DESIGN_NAME = RAM
export DESIGN_NICKNAME = RAM
export VERILOG_FILES = /design/flow/design.v
export SDC_FILE = /design/flow/constraint.sdc
export NUM_CORES = 4
export LEC_CHECK = 1
export CORE_UTILIZATION = 50
$ cat constraint.sdc
current_design RAM

set clk_period 34.8
set clk_io_pct 0.2

create_clock -name clk0 -period $clk_period [get_ports {clk}]

set non_clock_inputs [all_inputs -no_clocks]
set_input_delay [expr $clk_period * $clk_io_pct] -clock clk0 $non_clock_inputs
set_output_delay [expr $clk_period * $clk_io_pct] -clock clk0 [all_outputs]
$ cat design.v
interface SPI_GM_IF #(
  parameter IDLE = 3'b000,
  parameter CHK_CMD = 3'b001,
  parameter WRITE = 3'b010,
  parameter READ_ADDRESS = 3'b011,
  parameter READ_DATA = 3'b100
) (input bit clk);
  logic rst_n, SS_n, MOSI, MISO, rx_valid, tx_valid ;
  logic [9:0] rx_data;
  logic [7:0] tx_data;
endinterface
interface SPI_IF #(
  parameter IDLE = 3'b000,
  parameter CHK_CMD = 3'b001,
  parameter WRITE = 3'b010,
  parameter READ_ADDRESS = 3'b011,
  parameter READ_DATA = 3'b100
) (input bit clk);
  logic rst_n, SS_n, MOSI, MISO, rx_valid, tx_valid ;
  logic [9:0] rx_data;
  logic [7:0] tx_data;
endinterface
interface wrapper_if(clk);
  input clk;
  logic rst_n;
  logic MOSI;
  logic MISO;
  logic SS_n;
endinterface 
interface wrapper_ref_if(clk);
  input clk;
  logic rst_n;
  logic MOSI_ref;
  logic MISO_ref;
  logic SS_n_ref;
endinterface
module RAM (din,clk,rst_n,rx_valid,dout,tx_valid);
input      [9:0] din;
input            clk, rst_n, rx_valid;
output reg [7:0] dout;
output reg       tx_valid;
reg [7:0] mem  [255:0];   
reg [7:0] Rd_Addr, Wr_Addr;
always @(posedge clk) begin
    if (~rst_n) begin
        dout <= 0;
        tx_valid <= 0;
        Rd_Addr <= 0;
        Wr_Addr <= 0;
    end
    else  begin    
        if (rx_valid) begin
            tx_valid <= 0 ; 
            case (din[9:8])
                2'b00 : begin
                    Wr_Addr <= din[7:0];
                    tx_valid <= 0 ;
                end
                2'b01 :begin
                    mem [Wr_Addr] <= din[7:0];
                    tx_valid <= 0 ;
                end 
                2'b10 :begin
                    Rd_Addr <= din[7:0];   
                    tx_valid <= 0 ;             
                end 
                2'b11 : begin
                    dout <= mem [Rd_Addr];  
                    tx_valid <= 1 ;      
                end
                default : dout<= 0 ;
            endcase
        end
    end
end
endmodule
$ cat run.sh
#!/bin/bash
# OpenROAD 26Q1-2900-gdf79404cd8, Yosys 0.63+post, stock flow scripts
make -C /OpenROAD-flow-scripts/flow DESIGN_CONFIG=/design/flow/config.mk WORK_HOME=/design/flow/orfs finish
==> ds_physical_params.txt <==
Summary of implementation characteristics

Parameter                              Value

Clock tree
  H-tree level count    4
  CTS Root Cell    clkbuf_16
  Number of setup buffers added after CTS    0
  TritonCTS Buffers    201
  Number of buffers inserted for hold repair after clock tree synthesis    0
  Post-cts gate resize count    0
  Clock Pin Slew Worst Setup and Hold Paths    0.06 ns
  Maximum count of clock buffers along a single path    3
  Number of sinks on the clock net    about 2,100
  Clock tree from TritonCTS    done
  Skew-Pair Late Insertion Delay    0.85 ns

Yosys
  Number of enable flip-flop cells    ~2,000
  Most common reg cell    edfxtp_1
  Fraction of the mapped netlist area in compound gates    0.0330
  Simple-Gate Fraction of Synth Area    0.0322
  Synthesized area per cell    between 20 and 25 µm²
  Number of standard cells after synthesis    ~4,000
  Area share of fa/ha/maj cells after synthesis    0
  Distinct lib cells used    approximately 63
  Yosys warning count    1
  Share of the yosys chip area belonging to registers    0.766
  Cell area after synthesis    80,900 µm²
  Largest non-sequential cell family by area    multiplexers
  Post-synthesis cell count from yosys    roughly 4,000
  Fraction of registers with async set/reset    0
  Chip area estimate from yosys synthesis    between 80,000 and 90,000 µm²
  Portion of netlist area occupied by mux cells    0.148
  Post-Synth XOR/XNOR Area    0
  Number of synthesized register bits    roughly 2,100

Floorplan
  Number of rows created at floorplan    approximately 150
  Horizontal extent of the die    a little over 400 µm
  Pre-placement core utilization    0.504
  Chip footprint    between 150,000 and 200,000 µm²
  Die H    approximately 400 µm
  Area of the core region    161,000 µm²
  Top Ports    22

Final timing
  Unrepaired setup endpoints after global routing    false
  Worst path setup slack after routing    24.69 ns
  Setup total negative slack    0 ns
  Count of final setup violators    0
  Worst Tran Pin Value    1.13 ns
  Post-route fraction of the period consumed by the critical path    0.291
  Final Slew Violations    0
  Period minus WS final    10.11 ns
  Max-slew headroom    0.230
  Final hold violation count    0
  Final Skew    0.0282 ns
  Hold_ws    0.482 ns
  Highest clock rate    roughly 100 MHz

Drt
  DR iter-0 viols    between 3,000 and 4,000
  Post-route ant nets    0
  Routed via count divided by cell count    6.31
  Pre-Repair DR Iteration Count    6
  Routed length per placed instance    roughly 35 µm
  Total detailed-routing wirelength    around 230 mm
  Final antenna diode count    0
  DRC errors left    0
  Total via count in the routed design    just over 40,000

Critical path
  Peak fanout along the critical path    20
  Critical-path cell list    clkdlybuf4s50_1, nand3_1, nor2_1, buf_4, nand3_1, buf_4, nor2_1
  Critical Path Sink Type    flip-flop
  Critical path data arrival time    approximately 11 ns
  Highest-delay cell along the critical path    clkdlybuf4s50_1
  Total buffers and inverters traversed by the critical path    3
  Data required time at the worst endpoint    35.25 ns
  Maximum single-stage delay on the critical path    roughly 0.94 ns
  Crit Path Class    in -> reg
  Crit path max-delay family    simple AND/OR/NAND/NOR gates
  Startpoint kind of the worst setup timing path    input pin

Min path
  Hold/Removal Path Class    reg -> reg

Cells and area
  Most common logic cells in the final layout    2,048 x edfxtp_1, 385 x mux4_2, 316 x mux2i_1
  Most common logic cell in the routed design    edfxtp_1
  Fraction of layout instances using a drive strength above 1    0.208
  Signed area change from the synthesized netlist to the final layout    11.7%
  Number of fill cells    around 12,000
  Non-Filler Instances    around 6,500
  Non-Filler Cell Area, Final    approximately 90,000 µm²

Pwr
  Total power per unit cell area    57.0 nW/µm²
  Static power due to leakage    27.0 nW
  Peak supply drop    around 0.048 mV

Job
  Max capacitance violation total    0
  Warning total across the stage logs    26

GRT
  Largest net degree at the start of global routing    about 94
  Number of global-route vias before repair    roughly 45,000
  First-pass GRT wire length    about 330 mm
  Initial antenna violation count    6
  Global route total overflow    0
  Aggregate global-route resource usage    0.324

Run status
  Result of the run    finished clean

Placed design
  Placed Instances    6,100
  Post-detail-place hpwl    approximately 140 mm
  Buffers on Ports    21
  Area after DPL    between 80,000 and 90,000 µm²
  Placer's final routability congestion estimate    roughly 0.99
  Worst slack after detailed placement    between 20 and 25 ns
area by class of cell:
cell class | count | area (µm²) | area share
Multi-Input combinational cell | 1684 | 17300 | 0.192
Clock buffer | 226 | 5250 | 0.0580
Sequential cell | 2073 | 62000 | 0.686
Clock inverter | 149 | 1560 | 0.0173
Timing Repair Buffer | 180 | 1530 | 0.0170
Tap cell | 2160 | 2700 | 0.0299
Inverter | 3 | 16.3 | 0.000180
kinds of logic after synthesis:
| logic type | Yosys count |
|---|---|
| compound gates | 383 |
| buf+inv | 251 |
| flops | 2073 |
| mux | 712 |
| simple gates | 589 |
layer usage:
layer	track usage	up-vias	share of wire
met5	0.0345	-	0.0032
met4	0.108	22	0.047
met3	0.266	461	0.19
met2	0.425	3219	0.44
met1	0.427	20266	0.32
li1	-	16878	-
registers in the layout, summed over array words and instances, names as in the netlist:
register / flops
mem: 2048
Rd_Addr: 8
Wr_Addr: 8
dout: 8
tx_valid: 1
worst paths after layout:
kind | from | cells past startpoint | endpoint | slack [ns]
hold reg to reg | tx_valid$_SDFFE_PN0P_ | 2 | tx_valid$_SDFFE_PN0P_ | 0.48
setup / recovery | rst_n | 7 | mem[42][1]$_DFFE_PP_ | 24.69
hold / removal | tx_valid$_SDFFE_PN0P_ | 2 | tx_valid$_SDFFE_PN0P_ | 0.48
setup reg to reg | Rd_Addr[0]$_SDFFE_PN0P_ | 9 | dout[6]$_SDFFE_PN0P_ | 29.20
worst min-delay path, delay by kind of cell (launching register included):
family / cells / cell delay [ns]
flip-flops: 1 / 0.31
AND-OR/OR-AND: 1 / 0.07
AND/OR/NAND/NOR: 1 / 0.06
metrics by stage:
| step | total power, mW | util |
|---|---|---|
| 2_1_floorplan | 2.88 | - |
| 3_3_place_gp | 2.98 | 0.521 |
| 3_5_place_dp | 2.98 | 0.521 |
| 4_1_cts | 5.19 | 0.563 |
| 5_1_grt | 5.29 | 0.563 |
| 6_report | 5.16 | 0.563 |
cells in the mapped netlist, types with 5 or more instances:
| cell | number | area [µm²] |
|---|---|---|
| a2111oi_0 | 20 | 175 |
| a211o_1 | 6 | 52.6 |
| a211oi_1 | 31 | 233 |
| a21oi_1 | 54 | 270 |
| a221o_1 | 5 | 50.1 |
| a221oi_1 | 12 | 105 |
| a22oi_1 | 30 | 225 |
| a31oi_1 | 10 | 62.6 |
| a32oi_1 | 5 | 43.8 |
| and2_1 | 6 | 37.5 |
| and3_1 | 5 | 31.3 |
| buf_1 | 13 | 48.8 |
| buf_12 | 7 | 140 |
| buf_2 | 56 | 280 |
| buf_4 | 29 | 218 |
| buf_6 | 36 | 405 |
| buf_8 | 12 | 180 |
| clkbuf_1 | 95 | 357 |
| dfxtp_1 | 25 | 500 |
| edfxtp_1 | 2048 | 61500 |
| mux2_2 | 8 | 90.1 |
| mux2i_1 | 316 | 3160 |
| mux4_2 | 385 | 8670 |
| nand2_1 | 100 | 375 |
| nand2b_1 | 8 | 50.1 |
| nand3_1 | 40 | 200 |
| nand3b_1 | 5 | 37.5 |
| nand4_1 | 8 | 50.1 |
| nor2_1 | 310 | 1160 |
| nor2b_1 | 33 | 206 |
| nor3_1 | 28 | 140 |
| nor4_1 | 17 | 106 |
| o211ai_1 | 10 | 75.1 |
| o21ai_0 | 36 | 180 |
| o221ai_1 | 51 | 447 |
| o22ai_1 | 91 | 569 |
| or3_1 | 14 | 87.6 |
power breakdown:
group	internal [mW]	leakage (nW)	switching (mW)	total, mW
sequential	2.74	18.6	0.00443	2.75
combinational	0.0518	5.05	0.127	0.179
clock	1.30	3.29	0.931	2.23
total	4.09	27.0	1.06	5.16
Power figures rest on the tool's default switching activity, not on a simulated workload.
