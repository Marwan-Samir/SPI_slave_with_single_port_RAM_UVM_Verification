[flow/config.mk]
export PLATFORM = sky130hd
export DESIGN_NAME = ram_ref
export DESIGN_NICKNAME = ram_ref
export VERILOG_FILES = /design/flow/design.v
export SDC_FILE = /design/flow/constraint.sdc
export NUM_CORES = 4
export LEC_CHECK = 1
export CORE_UTILIZATION = 30
[flow/constraint.sdc]
current_design ram_ref

set clk_period 34.6
set clk_io_pct 0.2

create_clock -name clk0 -period $clk_period [get_ports {clk}]

set non_clock_inputs [all_inputs -no_clocks]
set_input_delay [expr $clk_period * $clk_io_pct] -clock clk0 $non_clock_inputs
set_output_delay [expr $clk_period * $clk_io_pct] -clock clk0 [all_outputs]
[flow/design.v]
interface SPI_GM_IF #(
  parameter IDLE = 3'b000,
  parameter CHK_CMD = 3'b001,
  parameter WRITE = 3'b010,
  parameter READ_ADDRESS = 3'b011,
  parameter READ_DATA = 3'b100
) (input bit clk);
  logic rst_n, SS_n, MOSI, MISO, rx_valid, tx_valid ;
  logic [9:0] rx_data;
  logic [7:0] tx_data;
endinterface
interface SPI_IF #(
  parameter IDLE = 3'b000,
  parameter CHK_CMD = 3'b001,
  parameter WRITE = 3'b010,
  parameter READ_ADDRESS = 3'b011,
  parameter READ_DATA = 3'b100
) (input bit clk);
  logic rst_n, SS_n, MOSI, MISO, rx_valid, tx_valid ;
  logic [9:0] rx_data;
  logic [7:0] tx_data;
endinterface
interface wrapper_if(clk);
  input clk;
  logic rst_n;
  logic MOSI;
  logic MISO;
  logic SS_n;
endinterface 
interface wrapper_ref_if(clk);
  input clk;
  logic rst_n;
  logic MOSI_ref;
  logic MISO_ref;
  logic SS_n_ref;
endinterface
module ram_ref ( clk , rst_n , rx_valid , din , tx_valid , dout );
parameter MEM_DEPTH = 256 ;
parameter ADDR_SIZE = 8 ;
input clk , rst_n , rx_valid ;
input [9:0] din ;
output reg tx_valid ;
output reg [7:0] dout ;
reg [7:0] mem [MEM_DEPTH-1:0] ;
reg [ADDR_SIZE-1:0] addr_wr , addr_rd ;
wire [1:0] command = din [9:8] ;
wire [7:0] data = din [7:0] ;
always @( posedge clk ) begin
    if (!rst_n) begin
        addr_wr <= 0 ;
        addr_rd <= 0 ;
        dout <= 0 ;
        tx_valid <= 0 ; 
    end
    else begin
        if (rx_valid) begin
            tx_valid <= 0 ;
            case (command)
                2'b00: addr_wr <= data ;
                2'b01: mem[addr_wr] <= data ;
                2'b10: addr_rd <= data ;
                default : begin
                    dout <= mem[addr_rd] ;
                    tx_valid <= 1 ;
                end      
            endcase
        end
    end
end
endmodule
[flow/run.sh]
#!/bin/bash
# OpenROAD 26Q1-2900-gdf79404cd8, Yosys 0.63+post, stock flow scripts
make -C /OpenROAD-flow-scripts/flow DESIGN_CONFIG=/design/flow/config.mk WORK_HOME=/design/flow/orfs finish
==> run notes <==
run results: status=completed, IO buf count=21, max cap viols=0, Max Fclk=95.3 MHz, HPWL after detailed placement=between 100 and 150 mm, Final setup viols=0, Routed WL=roughly 220 mm, GP Congestion=~0.99, synthesized area=about 81000 um^2, DR WL/cell=between 20 and 30 um, clk_skew=55.8 ps, CP Max Fanout=21, core region area=between 200000 and 300000 um^2, Mapped Avg Cell Area=20.5 um^2, Worst Setup End Kind=register, Final Hold Violating Endpoints=0, synthesis warning total=1, hold_buf cts=0, drt drc=0, Int Power=between 4 and 5 mW, Cell Type Count=~62, Peak supply drop=0.0553 mV, worst skew pair latency=850 ps, first-pass GRT wire length=roughly 320 mm, Sw Ratio=a little over a fifth, Lkg Pwr=between 20 and 30 nW, setup bufs post-CTS=0, layout cell share with drive strength beyond 1=approximately a fifth, I/O pins=22, fillers=24.6k, number of cell rows=between 150 and 200, final hold slack=between 400 and 500 ps, Final period util=between 30% and 40%, pin count of the biggest net entering global routing=around 89, CTS tree=done, sinks on the clock net=between 2k and 2.5k, DR vias/cell=between 5 and 6, Worst Max-Slew Pin Slew=between 1000 and 1500 ps, Pwr Density=55.8 nW/um^2, slowest CP cell=clkdlybuf4s50_1, top_reg_cell synth=edfxtp_1, post-placement cell count=about 7.4k, Sequential Area=slightly above 60000 um^2, H-tree Lvls=4, Final min period=~10000 ps, Final WS setup=approximately 24000 ps, Logic area=about 17000 um^2, CTS resizes=0, TritonCTS Buffers=a little over 200, Setup crit start kind=input port, Worst EP arrival=~11000 ps, vias in the first global route=between 40k and 50k, FFs w/ async S/R, synth=0%, most frequent cells in the layout=edfxtp_1, mux4_2, nor2_1, mux2i_1, clkbuf_16, sequential power share=about 54%, tool warnings=26, Die Height=522 um, clock slew at reported path FFs=60 ps, power share of the combinational group=~3.3%, WP data required=around 35000 ps, switching power=between 1 and 1.5 mW, Clock Path Buffers=3, detailed-router iteration count before antenna repair=7, CP Cell Sequence=clkdlybuf4s50_1 -> nand3_1 -> nor2_1 -> nand3_1 -> buf_4 -> nor2_1, Final ANT Viol Nets=0, dominant logic cell type in the layout=edfxtp_1, Syn Inst Count=between 3k and 4k, initial antenna violation count=5, Floorplan Utilization=30.2%, Yosys reg bits=2073, clk root buf=clkbuf_16, Final Non-Filler Cells=approximately 7.8k, Final TNS setup=0 ps, Post-synth seq share=between 70% and 80%, Yosys Chip Area=81000 um^2, gr usage total=approximately 18%, RSZ-0062 raised after global routing=false, post-placement setup slack=23290 ps, total gr overflow=0, Vias=40.3k, Clock Power Share=between 40% and 50%, Max Slew Vio Count=0, Post-synth EDFFs=2048, 1st-iter DRT viols=~3k, die width=~520 um, kind of critical path=input port to register, number of cells in Yosys stat=between 3k and 4k, max_slew headroom=15.1%, Syn-to-layout area delta=13.4%, Hold Crit Class=register to register, CP max stage delay=between 900 and 1000 ps, chip area=about 270000 um^2
==> registers in the layout, summed over array words and instances (netlist names) <==
| signal | count |
|---|---|
| dout | 8 |
| mem | 2048 |
| addr_wr | 8 |
| tx_valid | 1 |
| addr_rd | 8 |
==> metrics by stage <==
stage / utilization (%) / instance area, um^2 / power (mW)
finish: 34.3 / 91900 / 5.13
global route: 34.3 / 91900 / 5.27
CTS: 34.3 / 91800 / 5.16
detailed placement: 31.7 / 85100 / 2.99
global placement: 31.7 / 85100 / 2.99
floorplan: - / 81000 / 2.90
==> power by group through the flow <==
stage         clock network [mW]  logic (mW)  registers [mW]
CTS                         2.23       0.172            2.76
finish                      2.19       0.172            2.76
global route                2.33       0.182            2.76
==> worst max-delay path, delay by kind of cell <==
kind                   cells  cell delay, ps
AND/OR/NAND/NOR            4            2500
buffers and inverters      2            1500
==> final cells by class <==
| class | instances | share of cell area [%] |
|---|---|---|
| sequential | 2073 | 67.5 |
| multi-input combinational | 1634 | 18.8 |
| clock buffer | 230 | 5.73 |
| tap | 3552 | 4.84 |
| clock inverter | 154 | 1.58 |
| timing repair buffer | 167 | 1.51 |
| inverter | 2 | 0.0109 |
| antenna | 3 | 0.00817 |
==> final timing paths <==
path / startpoint / to / slack (ps) / cells past startpoint
worst max-delay path: rst_n / mem[2][0] / 24110 / 6
worst max register to register: addr_rd[1] / dout[7] / 29410 / 13
worst min register to register: tx_valid / tx_valid / 490 / 2
worst min-delay path: tx_valid / tx_valid / 490 / 2
==> cell families (layout without fill, tap and decap cells) <==
family | after synthesis | count (layout) | share of synthesized area (%)
DFF | 2073 | 2073 | 76.5
other | 0 | 3 | 0
buffers and inverters | 251 | 553 | 2.19
AOI/OAI and AO/OA | 373 | 373 | 3.31
muxes | 669 | 669 | 14.7
and+or+nand+nor | 592 | 592 | 3.24
==> layer usage <==
metal  vias up  wire (um)  GRT usage [%]
met1     20100      70300           18.8
met5         -       1200           3.21
met4        30       8030           5.07
li1      16700          -              -
met2      3033     101000           25.5
met3       415      43100           15.8
==> synth_stat cells (8+ instances only) <==
| cell type | number | area, um^2 |
|---|---|---|
| nor3_1 | 34 | 170 |
| mux4_2 | 368 | 8290 |
| a32oi_1 | 10 | 87.6 |
| nor2b_1 | 28 | 175 |
| a211oi_1 | 21 | 158 |
| o22ai_1 | 90 | 563 |
| dfxtp_1 | 25 | 500 |
| buf_12 | 17 | 340 |
| a2111oi_0 | 10 | 87.6 |
| a221oi_1 | 11 | 96.3 |
| mux2i_1 | 256 | 2560 |
| or3_1 | 11 | 68.8 |
| clkbuf_1 | 97 | 364 |
| nand3_1 | 58 | 290 |
| buf_6 | 41 | 462 |
| and2_1 | 10 | 62.6 |
| buf_2 | 61 | 305 |
| nand2b_1 | 8 | 50.1 |
| mux4_1 | 38 | 998 |
| buf_8 | 9 | 135 |
| edfxtp_1 | 2048 | 61500 |
| nor4_1 | 10 | 62.6 |
| nor2_1 | 286 | 1070 |
| nand2_1 | 115 | 432 |
| buf_4 | 13 | 97.6 |
| o21ai_0 | 29 | 145 |
| a22o_1 | 15 | 131 |
| a21oi_1 | 33 | 165 |
| a31oi_1 | 26 | 163 |
| nand4_1 | 9 | 56.3 |
| o221ai_1 | 39 | 342 |
| a22oi_1 | 54 | 405 |
No activity file was given, so power comes from the tool's default toggle rates.
